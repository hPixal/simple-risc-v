## ./design.v

```verilog
module control_principal (
    input wire clk,
    input wire rst,
    input wire [6:0] opcode,    
    output wire [2:0] RI,
    output wire [1:0] LS,
    output wire [2:0] BJ,
    output wire EXC,
    output wire CLK,
    output wire RST,
    output wire [1:0] Data_S,
    output wire Reg_W,
    output wire ALU_S,
    output wire Mem_W,
    output wire Mem_R
);
reg [2:0] aux_RI = 0;
reg [1:0] aux_LS = 0;
reg [2:0] aux_BJ = 0;
reg aux_EXC = 0;
reg [1:0] aux_Data_S = 0;
reg aux_Reg_W = 0;
reg aux_ALU_S = 0;
reg aux_Mem_W = 0;
reg aux_Mem_R = 0;
always @(posedge clk) begin
    case (opcode)
        7'b0110011:
            begin
                aux_RI = 3'b001;
                aux_LS = 2'b00;
                aux_BJ = 3'b000;
                aux_EXC = 0;
                aux_Data_S = 2'b00;
                aux_Reg_W = 1;
                aux_ALU_S = 0;
                aux_Mem_W = 0;
                aux_Mem_R = 0;
            end
        7'b0010011:
            begin
                aux_RI = 3'b010;
                aux_LS = 2'b00;
                aux_BJ = 3'b000;
                aux_EXC = 0;
                aux_Data_S = 2'b00;
                aux_Reg_W = 1;
                aux_ALU_S = 1;
                aux_Mem_W = 0;
                aux_Mem_R = 0;
            end
        7'b0000011:
            begin
                aux_RI = 3'b110;
                aux_LS = 2'b10;
                aux_BJ = 3'b000;
                aux_EXC = 0;
                aux_Data_S = 2'b01;
                aux_Reg_W = 1;
                aux_ALU_S = 1;
                aux_Mem_W = 0;
                aux_Mem_R = 1;
            end
        7'b0100011:
            begin
                aux_RI = 3'b110;
                aux_LS = 2'b01;
                aux_BJ = 3'b000;
                aux_EXC = 0;
                aux_Data_S = 2'b01;
                aux_Reg_W = 0;
                aux_ALU_S = 1;
                aux_Mem_W = 1;
                aux_Mem_R = 0;
            end
        7'b1100011:
            begin
                aux_RI = 3'b101;
                aux_LS = 2'b00;
                aux_BJ = 3'b001;
                aux_EXC = 0;
                aux_Data_S = 2'b00;
                aux_Reg_W = 0;
                aux_ALU_S = 0;
                aux_Mem_W = 0;
                aux_Mem_R = 0;
            end
        7'b1100111:
            begin
                aux_RI = 3'b000;
                aux_LS = 2'b00;
                aux_BJ = 3'b101;
                aux_EXC = 0;
                aux_Data_S = 2'b11;
                aux_Reg_W = 1;
                aux_ALU_S = 0;
                aux_Mem_W = 0;
                aux_Mem_R = 0;
            end
        7'b1101111:
            begin
                aux_RI = 3'b000;
                aux_LS = 2'b00;
                aux_BJ = 3'b100;
                aux_EXC = 0;
                aux_Data_S = 2'b11;
                aux_Reg_W = 1;
                aux_ALU_S = 0;
                aux_Mem_W = 0;
                aux_Mem_R = 0;
            end
        7'b0010111:
            begin
                aux_RI = 3'b000;
                aux_LS = 2'b00;
                aux_BJ = 3'b010;
                aux_EXC = 0;
                aux_Data_S = 2'b00;
                aux_Reg_W = 0;
                aux_ALU_S = 0;
                aux_Mem_W = 0;
                aux_Mem_R = 0;
            end
        7'b0110111:
            begin
                aux_RI = 3'b000;
                aux_LS = 2'b00;
                aux_BJ = 3'b000;
                aux_EXC = 0;
                aux_Data_S = 2'b10;
                aux_Reg_W = 1;
                aux_ALU_S = 0;
                aux_Mem_W = 0;
                aux_Mem_R = 0;
            end
        default:
            begin
                aux_RI = 3'b000;
                aux_LS = 2'b00;
                aux_BJ = 3'b000;
                aux_EXC = 1;
                aux_Data_S = 2'b00;
                aux_Reg_W = 0;
                aux_ALU_S = 0;
                aux_Mem_W = 0;
                aux_Mem_R = 0;
            end
    endcase
end
assign RI = aux_RI;
assign LS = aux_LS;
assign BJ = aux_BJ;
assign EXC = aux_EXC;
assign Data_S = aux_Data_S;
assign Reg_W = aux_Reg_W;
assign ALU_S = aux_ALU_S;
assign Mem_W = aux_Mem_W;
assign Mem_R = aux_Mem_R;
endmodule
```

## ./run.sh

```bash
#!/bin/bash
# OpenROAD 26Q1-2900-gdf79404cd8, Yosys 0.63+post, stock flow scripts
make -C /OpenROAD-flow-scripts/flow DESIGN_CONFIG=/design/flow/config.mk WORK_HOME=/design/flow/orfs finish
```

## ./config.mk

```make
export PLATFORM = sky130hd
export DESIGN_NAME = control_principal
export DESIGN_NICKNAME = control_principal
export VERILOG_FILES = /design/flow/design.v
export SDC_FILE = /design/flow/constraint.sdc
export NUM_CORES = 4
export LEC_CHECK = 1
export CORE_AREA = 10 10 70 70
export DIE_AREA = 0 0 80 80
```

## ./constraint.sdc

```tcl
current_design control_principal

set clk_period 1.6
set clk_io_pct 0.2

create_clock -name clk0 -period $clk_period [get_ports {clk}]

set non_clock_inputs [all_inputs -no_clocks]
set_input_delay [expr $clk_period * $clk_io_pct] -clock clk0 $non_clock_inputs
set_output_delay [expr $clk_period * $clk_io_pct] -clock clk0 [all_outputs]
```

==> results_slide.txt <==
Flow Results at a Glance

Status
  – Status: finished, final reports clean

Floorplan
  – Starting Density: 15.4%
  – Ports: 26
  – Die area: 6400 µm²
  – Core Box Area: 3420 µm²
  – Die Wd: 80 µm
  – Die Height: 80 µm
  – Site row count: 21

Clock tree
  – Cts bufs inserted: 3
  – Reg clk slew, reported paths: 0.08 ns
  – Clock Path Buffers: 2
  – CTS Sinks: 14
  – Resize count post-CTS: 0
  – Htree depth: 1
  – CTS tree: yes
  – CTS Root Cell: clkbuf_4
  – CTS hold repair buffers: 0
  – Postcts setup bufs: 0

Global routing
  – Final global-route overflow total: 0
  – GRT Total Usage: 3.70%
  – First-pass GRT wire length: 1950 µm
  – Largest net degree at the start of global routing: 13
  – Vias in the first global route: 446
  – Initial antenna violation count: 0

Synth
  – Yosys stat area: 527 µm²
  – Post-synth regs: 14
  – Syn. warnings: 3
  – Post-Synthesis Cells: 56
  – Number of enable flip-flop cells: 0
  – Post-synth ARST share: 0%
  – Synth Seq Share: 53.2%
  – # Cells Yosys: 56
  – Top-area cell share: 53.2%
  – Synth Flop Type: dfxtp_1
  – Cell Type Count: 23
  – Syn Std Cell Area: 527 µm²
  – Mean post-synth cell area: 9.41 µm²
  – Top cells by area, synth: dfxtp_1 53%, nor3_1 6.7%, buf_4 4.3%, a21oi_1 3.8%, nand2_1 3.6%
  – Largest area contributor in the netlist: dfxtp_1

Worst setup path
  – Crit Path Category: reg -> out
  – Critical path buffer and inverter count: 1
  – Startpoint types: flip-flop
  – Required time of the critical path: 1.28 ns
  – CP cell instances: clkdlybuf4s50_1
  – Crit-path max FO: 2
  – Crit path max-delay cell type: clkdlybuf4s50_1
  – Crit. End Element: output pin
  – Critical path depth: 1
  – CP peak stage delay: 0.46 ns
  – Top delay family on crit path: buffers and inverters
  – Worst EP arrival: 1.06 ns

Final layout
  – Layout cells sized above 1: 13.4%
  – Commonest Layout Cell: clkdlybuf4s50_1
  – Synth-to-Final Area Change: 59.1%
  – Top cells excl fill/tap: 22 x clkdlybuf4s50_1, 14 x dfxtp_1, 7 x nor3_1
  – Non-filler cells, final: 128

Worst hold path
  – Worst Hold Depth: 3
  – Hold Crit Class: in -> reg
  – Hold EP: aux_BJ[0]
  – Worst hold start: opcode[0]

Timing
  – Final setup fails: 0
  – Maximum clock rate: 723 MHz
  – Hold WS: 0.720 ns
  – Final hold violation count: 0
  – RSZ-0062 raised after global routing: false
  – Fin crit share: 86.5%
  – Post-Route Setup TNS: 0 ns
  – Final max-slew violation count: 0
  – Minimum clock period after layout: 1.38 ns

Placement
  – Placed Instances: 124
  – Gpl congestion: 0.790
  – Port bufs: 22
  – DP HPWL: 1060 µm

Detailed routing
  – First DRT Iteration DRCs: 39
  – Vias per cell: 3.57
  – Wirelength per Cell: 9.64 µm
  – Routed vias: 457
  – Residual DRC: 0
  – DR pass1 iterations: 4
  – Final wirelength: 1230 µm
  – Antenna cell count: 0
  – Routed Antenna Nets: 0

Pwr
  – P_leak: 0.305 nW
  – Worst vdd ir: 195 µV
  – PD cells: 808 nW/µm²

Run
  – Maxcap violations: 0
  – Tool warnings: 26
-- sequential cells by signal, indices dropped and copies added (netlist names) --
name / flops
aux_BJ: 3
aux_RI: 3
aux_Data_S: 2
aux_ALU_S: 1
aux_EXC: 1
aux_LS: 1
aux_Mem_R: 1
aux_Mem_W: 1
aux_Reg_W: 1
-- metal layers --
metal / vias up / part of all wire, % / wire length [µm] / GRT usage (%)
met1: 189 / 49 / 606 / 5.28
met3: 4 / 11 / 130 / 1.36
met4: 0 / 3.3 / 41 / 1.23
li1: 241 / - / - / -
met5: - / 0 / 0 / 0
met2: 23 / 37 / 456 / 4.98
-- how the worst max path moves through the flow --
stage                         start         to  slack [ns]
after CTS             aux_Data_S[1]  Data_S[1]        0.19
final                     aux_Mem_W      Mem_W        0.22
after global routing      opcode[6]  aux_Mem_R        0.15
-- metrics by stage --
stage | utilization [%] | area [µm²] | total power [mW] | setup WS, ns
5_1_grt | 24.5 | 838 | 0.708 | 0.150
6_report | 24.5 | 838 | 0.678 | 0.216
3_3_place_gp | 23.5 | 802 | 0.440 | 0.0627
3_5_place_dp | 23.5 | 802 | 0.441 | 0.00853
2_1_floorplan | - | 531 | 0.401 | 0.484
4_1_cts | 24.5 | 838 | 0.686 | 0.194
-- final cells by class --
type / instances / area (µm²)
repair buffers: 27 / 258
clock buffers: 4 / 36.3
flip-flops and latches: 14 / 280
inverters: 2 / 7.51
multi-input cells: 35 / 199
well taps: 46 / 57.6
fillers: 376 / 2580
-- cells in the mapped netlist, types with 2 or more instances --
cell,n
nor2_1,2
a21oi_1,4
buf_2,2
buf_4,3
nand2_1,5
dfxtp_1,14
o21a_1,2
o21ai_0,2
nor3_1,7
inv_1,2
-- power breakdown --
group          total [mW]  switching [mW]  internal (mW)
logic              0.0776          0.0333         0.0443
registers           0.354         0.00131          0.353
clock network       0.246           0.107          0.138
-- cell families after synthesis --
| logic type | share of synthesized area [%] |
|---|---|
| buf+inv | 9.74 |
| simple gates | 21.9 |
| xor+xnor | 1.66 |
| compound gates | 12.8 |
| flops | 53.2 |
| other cells | 0.712 |
Power figures rest on the tool's default switching activity, not on a simulated workload.
