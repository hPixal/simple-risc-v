File: config.mk
export PLATFORM = sky130hd
export DESIGN_NAME = adder_16
export DESIGN_NICKNAME = adder_16
export VERILOG_FILES = /design/flow/design.v
export SDC_FILE = /design/flow/constraint.sdc
export NUM_CORES = 4
export LEC_CHECK = 1
export CORE_AREA = 10 10 70 70
export DIE_AREA = 0 0 80 80
File: run.sh
#!/bin/bash
# OpenROAD 26Q1-2900-gdf79404cd8, Yosys 0.63+post, stock flow scripts
make -C /OpenROAD-flow-scripts/flow DESIGN_CONFIG=/design/flow/config.mk WORK_HOME=/design/flow/orfs finish
File: constraint.sdc
current_design adder_16

set clk_period 13.2
set clk_io_pct 0.2

create_clock -name clk0 -period $clk_period

set non_clock_inputs [all_inputs -no_clocks]
set_input_delay [expr $clk_period * $clk_io_pct] -clock clk0 $non_clock_inputs
set_output_delay [expr $clk_period * $clk_io_pct] -clock clk0 [all_outputs]
File: design.v
module adder_16(
    input [15:0] op1,
    input [15:0] op2,
    output [15:0] res
);
assign res = op1+op2;
endmodule
==> reports/qor.txt <==
area share, top type = 25.9%
Setup CP Type = primary input to primary output
fin cells = 192
Port Buffer Count = 48
DR iter-0 viols = 29
WP data arrival = 5.30 ns
outcome = finished, final reports clean
Startpoint Class = primary input
Netlist Area Pre-Place = 724 sq um
Slew Viols, Final = 0
period utilisation layout = 60.1%
postcts setup bufs = 0
CORE AREA = 3420 sq um
yosys cell count = 98
critical path fanouts, max = 3
Die Size = 6400 sq um
flip-flops = 0
min Tclk post-route = 7.94 ns
Critical Path Start = op1[0]
Min Hold Slack = 6.31 ns
Yosys chip area = 724 sq um
Achievable Freq = 0.126 GHz
DR vias/cell = 4.63
post-DP HPWL = 2210 microns
Yosys warnings = 0
PD cells = 50.3 nW/um^2
RSZ-0062 raised after global routing = no
setup TNS = 0 ns
Synth Seq Share = 0%
die width = 80 microns
initial core utilization = 21.2%
# clk buffers = 0
Detail Route Antenna Nets = 0
maxcap violations = 0
Synth top cells by count = 17 x a21oi_1, 15 x ha_1, 10 x xnor2_1
area delta synth->final = 74.3%
Antenna Cells = 0
Required @ worst endpoint = 10.56 ns
chip height = 80 microns
average size of a mapped cell = 7.39 sq um
leakage power figure = 0.000501 uW
total power = 63.5 uW
DR pass1 iterations = 6
Flop area = 0 sq um
worst hold-check path type = primary input to primary output
hold-fix buffers at CTS = 0
dominant cells by area after synthesis = ha_1 26%, xnor2_1 12%, a21oi_1 12%
Yosys top cell by instances = a21oi_1
Log Warnings = 32
Tightest Pin Transition = 0.420 ns
Residual DRC = 0
DR WL/cell = 12.5 microns
first-pass GRT wire length = 4130 microns
WL final = 2400 microns
Worst setup EP type = primary output
Post-Place Cells = 192
vias post-DR = 889
GRT overflow = 0
layout cell share with drive strength beyond 1 = 2.74%
area leader, netlist = ha_1
CP endpoint = res[12]
Finish-stage setup viols = 0
gr usage total = 7.52%
vias in the first global route = 930
relative slew slack = 71.7%
cells after synthesis = 98
IO Pins = 48
initial antenna violation count = 0
GPL Wtd Cong = 0.850
# resized after CTS = 0
Synth cell types = 27
worst vdd ir = 13.4 uV
filler cell count = 356
largest net degree at the start of global routing = 7
final hold violations = 0
fin util = 37.0%
row cnt = 21
## worst min path at each step
| stage | to | slack (ns) | start | cells past startpoint |
|---|---|---|---|---|
| CTS | res[0] | 6.32 | op2[0] | 3 |
| global route | res[0] | 6.37 | op2[0] | 3 |
| finish | res[0] | 6.31 | op2[0] | 3 |
## stage by stage
step | worst slack (ns) | area [sq um]
final | 5.26 | 1260
after CTS | 5.23 | 1260
after global placement | 5.25 | 1260
after detailed placement | 5.23 | 1260
after global routing | 5.07 | 1260
after floorplan | 6.31 | 724
## layer usage
| layer | share of wire [%] | GRT usage (%) | vias up |
|---|---|---|---|
| li1 | - | - | 468 |
| met1 | 48 | 10.5 | 392 |
| met2 | 45 | 12.4 | 29 |
| met3 | 7.6 | 1.48 | 0 |
| met4 | 0 | 0 | 0 |
| met5 | 0 | 0 | - |
## cells by family (layout without fill, tap and decap cells)
| logic type | after synthesis | count (layout) | share of synthesized area (%) |
|---|---|---|---|
| adder cells (fa/ha/maj) | 16 | 16 | 28.7 |
| XOR/XNOR | 15 | 15 | 18.1 |
| AND/OR/NAND/NOR | 23 | 23 | 15.0 |
| multiplexers | 1 | 1 | 1.38 |
| buffers and inverters | 3 | 51 | 1.55 |
| AND-OR/OR-AND | 40 | 40 | 35.2 |
## worst max-delay path: stages
cell             delay [ns]
clkdlybuf4s50_1        0.40
ha_1                   0.22
fa_1                   0.40
a21o_2                 0.25
a311oi_2               0.35
nor3_1                 0.14
o41ai_2                0.25
xnor2_1                0.16
clkdlybuf4s50_1        0.49
## placed cells by master (no fill, tap or decap), drive strengths merged, types with 3 or more instances in the layout
cell / instances
nand2: 9
a21o: 3
xnor2: 10
ha: 15
o21ai: 8
nor3: 3
inv: 3
nand3: 4
xor2: 5
a21oi: 17
clkdlybuf4s50: 48
o211ai: 3
## area by class of cell
type                       count  area [sq um]  area share [%]
timing repair buffer          48           480            38.1
inverter                       3          11.3           0.892
tap                           46          57.6            4.56
multi-input combinational     95           713            56.5
## report_power, final
group	total (uW)	switching, uW	leakage (uW)	internal (uW)
Combinational	63.5	23.1	0.000501	40.4
Clock	0	0	0	0
Sequential	0	0	0	0
Total	63.5	23.1	0.000501	40.4
Power is estimated from default activity; no workload was simulated.
