File: flow/config.mk
export PLATFORM = sky130hd
export DESIGN_NAME = deco_op
export DESIGN_NICKNAME = deco_op
export VERILOG_FILES = /design/flow/design.v
export SDC_FILE = /design/flow/constraint.sdc
export NUM_CORES = 4
export LEC_CHECK = 1
export CORE_AREA = 10 10 70 70
export DIE_AREA = 0 0 80 80
File: flow/constraint.sdc
current_design deco_op

set clk_period 4.7
set clk_io_pct 0.2

create_clock -name clk0 -period $clk_period

set non_clock_inputs [all_inputs -no_clocks]
set_input_delay [expr $clk_period * $clk_io_pct] -clock clk0 $non_clock_inputs
set_output_delay [expr $clk_period * $clk_io_pct] -clock clk0 [all_outputs]
File: flow/design.v
module deco_op (
    input wire RI,
    input wire [2:0] funct3,
    input wire [6:0] funct7,
    input wire [4:0] in_shamt,
    input wire [4:0] RD2,
    output wire [3:0] alu_op,
    output wire [4:0] SHAMT
);
reg [1:0] aux_S = 0;
reg [3:0] aux_alu_op = 0;
reg [4:0] aux_SHAMT = 0;
always @(*) begin
    case (funct7)
        7'b0100000:
            begin
                case (funct3)
                    3'b000:
                        begin
                            aux_alu_op = 4'b0010;
                            aux_S = 2'b00;
                        end
                    3'b101:
                        begin
                            aux_alu_op = 4'b1000;
                            if (RI == 3'b001) begin
                                aux_S = 2'b10;
                            end else begin
                                aux_S = 2'b11;
                            end
                        end
                endcase
            end
        7'b0000000:
            begin
                case (funct3)
                    3'b000:
                        begin
                            aux_alu_op = 4'b0001;
                            aux_S = 2'b00;
                        end
                    3'b001:
                        begin
                            aux_alu_op = 4'b0110;
                            if (RI == 3'b001) begin
                                aux_S = 2'b10;
                            end else begin
                                aux_S = 2'b11;
                            end
                        end
                    3'b100:
                        begin
                            aux_alu_op = 4'b0101;
                            aux_S = 2'b00;
                        end
                    3'b101:
                        begin
                            aux_alu_op = 4'b0111;
                            if (RI == 3'b001) begin
                                aux_S = 2'b10;
                            end else begin
                                aux_S = 2'b11;
                            end
                        end
                    3'b110:
                        begin
                            aux_alu_op = 4'b0100;
                            aux_S = 2'b00;
                        end
                    3'b111:
                        begin
                            aux_alu_op = 4'b0011;
                            aux_S = 2'b00;
                        end
                endcase
            end
        default:
            begin
                aux_S = 2'b00;
                case (funct3)
                    3'b000:
                        begin
                            if (RI == 2'b110) begin
                                aux_alu_op = 4'b0001;
                            end else begin
                                aux_alu_op = 4'b1111;
                            end
                        end
                    3'b001:
                        begin
                            if (RI == 2'b110) begin
                                aux_alu_op = 4'b0001;
                            end else begin
                                aux_alu_op = 4'b1111;
                            end
                        end
                    3'b010:
                        begin
                            aux_alu_op = 4'b0001;
                        end
                    3'b100:
                        begin
                            if (RI == 2'b110) begin
                                aux_alu_op = 4'b0001;
                            end else begin
                                aux_alu_op = 4'b1111;
                            end
                        end
                    3'b101:
                        begin
                            if (RI == 2'b110) begin
                                aux_alu_op = 4'b0001;
                            end else begin
                                aux_alu_op = 4'b1111;
                            end
                        end
                    3'b110:
                        begin
                            aux_alu_op = 4'b0010;
                        end
                    3'b111:
                        begin
                            aux_alu_op = 4'b0010;
                        end
                    default:
                        begin
                            aux_alu_op = 4'b0000;
                        end
                endcase
            end
    endcase
    case (aux_S)
        2'b10:
            begin
                aux_SHAMT = RD2;
            end
        2'b11:
            begin
                aux_SHAMT = in_shamt;
            end
        default:
            begin
                aux_SHAMT = 5'b00000;
            end
    endcase 
end
assign SHAMT = aux_SHAMT;
assign alu_op = aux_alu_op;
endmodule
File: flow/run.sh
#!/bin/bash
# OpenROAD 26Q1-2900-gdf79404cd8, Yosys 0.63+post, stock flow scripts
make -C /OpenROAD-flow-scripts/flow DESIGN_CONFIG=/design/flow/config.mk WORK_HOME=/design/flow/orfs finish
==> changes_impl.md <==
## Implementation

- Unrepaired setup endpoints after global routing: false
- Worst Slack Setup Final: 0.7015 ns
- Number of distinct library cells after synthesis: 28
- Number of core rows: 21
- Router iterations before antenna repair: 4
- Starting DRT DRC Count: approximately 44
- Total count of max-transition violations in the final report: 0
- Cell with the most instances on the worst path: sky130_fd_sc_hd__clkdlybuf4s50_1
- Total antenna diodes in the routed design: 0
- Largest incremental delay on the critical path: 0.65 ns
- Die Y: 80 um
- Critical path cell sequence: clkdlybuf4s50_1 > nand2b_1 > a2bb2oi_1 > o21ai_0 > a21oi_1 > clkdlybuf4s50_1
- Worst-path cell with the longest stage delay: sky130_fd_sc_hd__clkdlybuf4s50_1
- Hold Path Stages: 4
- Share of synthesized cell area in and, or, nand and nor gates: 32.87%
- Area of the mapped netlist: 449.2 um^2
- Share of layout cells above drive strength 1: 6.522%
- Crit path required time: between 3 and 4 ns
- Final setup violation count: 0
- Tool warnings: 32
- Period utilisation layout: 85.07%
- Wire length of the first global-routing pass: 2.573 mm
- XOR/XNOR Area Share: 0%
- Number of antenna violations at the first check in global routing: 0
- Post-synthesis to final-layout area growth: 73.82%
- Remaining global-route overflow: 0
- Number of failing hold endpoints at the final stage: 0
- Seq. cell area: between 90 and 100 um^2
- DIE WIDTH: 80 um
- Number of buffer and inverter stages on the critical path: 2
- Number of register pins that no clock reaches: 6
- Number of flops mapped to enable cells by yosys: 0
- Overall Global Routing Usage: 4.815%
- Power per standard cell area: 48.63 nW/um^2
- Share of flip-flops with an asynchronous set or reset after synthesis: 0%
- Comb gate area: 325.3 um^2
- FILL cells: ~400
- Compound-cell area share of the yosys netlist: 39.55%
- Static leakage power: 0.2910 nW
- Max-Slew Margin vs Limit: 53.27%
- Crit path kind: input port to output pin
- Largest fanout on the critical path: 10
- Syn avg cell area: 6.806 um^2
- Wirelength per Cell: 11.34 um
- Final weighted congestion in routability-driven placement: 0.7603
- Pin count of the biggest net entering global routing: 13
- Per-cell via count in the routed design: 4.094
- Core region area: ~3400 um^2
- Hold-fix buffers at CTS: 0
- Dominant combinational cell family by area after synthesis: AND-OR/OR-AND gates
- Kind of end point of the critical path: output pin
- # IOs: 30
- Sort of element at the start of the critical path: input port
- Chip area: between 6000 and 7000 um^2
- Post-Route Hold Slack: 2.792 ns
- Pre-placement core utilization: 13.15%
- Outcome: completed
- Max-cap violations: 0
- Slew at the pin with the worst max-slew slack: 0.6937 ns
- Highest clock frequency the design can meet: 0.2501 GHz
- Half-perimeter wire length of the detailed placement result: around 1.3 mm
- Worst IR drop on VDD: roughly 0.034 mV
- Number of I/O port buffers: 30
- Tally of yosys warning messages: 7
- Number of nets with antenna violations after routing: 0
- Final TNS setup: 0 ns
- Post-route DRC: 0
- Post-place setup slack: 0.6869 ns
- Hold worst-path end: SHAMT[3]
- Seq cells post-synth: 6
- Wire length reported by the detailed router: 1.565 mm
- Cells in synth_stat.txt: 66
- Total number of vias: 565
- Final period demand of the worst path: 3.998 ns
- Adder-cell area share of the yosys netlist: 0%
- Number of global-route vias before repair: ~560
- Arrival time reported for the critical path endpoint: 3.06 ns
- Worst min-delay path class: input port to output pin
- Worst Min Path Start: RD2[3]
- Multiplexer share of the synthesized area: 0%
- Total cell area reported by yosys after synthesis: 449.2 um^2
- Dominant delay contributor by cell family on the critical path: buffers and inverters
- Cell resize tally after clock tree synthesis: 0
- Buffers inserted during post-CTS setup optimization: 0
- Count of endpoints without a timing constraint: 10
- Most used flip-flop cell: sky130_fd_sc_hd__dlxtn_1
- Post-Syn Instances: about 66
## layout by cell type, fill, tap and decap left out, types with 2 or more instances in the layout
cell type	instances
sky130_fd_sc_hd__nand2_1	4
sky130_fd_sc_hd__nor2b_1	2
sky130_fd_sc_hd__nor2_1	4
sky130_fd_sc_hd__a21oi_1	10
sky130_fd_sc_hd__nand3_1	7
sky130_fd_sc_hd__dlxtn_1	6
sky130_fd_sc_hd__clkdlybuf4s50_1	30
sky130_fd_sc_hd__o22ai_1	2
sky130_fd_sc_hd__o21ai_0	3
sky130_fd_sc_hd__nand2b_1	2
sky130_fd_sc_hd__o21ai_1	5
sky130_fd_sc_hd__a22oi_1	2
## metal layers
metal  GRT usage, %  up-vias  routed length, um
li1               -      300                  -
met1          7.304      245                792
met2          6.742       20                636
met3          1.591        0                137
met4              0        0                  0
met5              0        -                  0
## metrics by stage
step	cell area, um^2	util [%]	power, mW	instances
4_1_cts	780.7	22.86	0.03792	138
5_1_grt	780.7	22.86	0.04234	138
3_3_place_gp	780.7	22.86	0.03730	138
2_1_floorplan	449.2	-	0.01915	66
3_5_place_dp	780.7	22.86	0.03781	138
6_report	780.7	22.86	0.03796	138
## power by group
group	internal (mW)	total (mW)	switching, mW
Sequential	0.000768	0.000796	0.0000280
Clock	0	0	0
Combinational	0.0228	0.0372	0.0144
Total	0.0236	0.0380	0.0144
## area by class of cell
cell class	count	area share [%]
multi-input cells	54	41.67
inverters	2	0.9615
well taps	46	7.372
flip-flops and latches	6	11.54
repair buffers	30	38.46
## state kept, by name (all words and copies together), names as in the netlist
signal      cells
aux_alu_op      4
aux_S           2
## cells in the mapped netlist, types with 2 or more instances
| cell type | number | share of area [%] |
|---|---|---|
| sky130_fd_sc_hd__a22oi_1 | 2 | 3.3 |
| sky130_fd_sc_hd__dlxtn_1 | 6 | 20 |
| sky130_fd_sc_hd__o22ai_1 | 2 | 2.8 |
| sky130_fd_sc_hd__nand3_1 | 7 | 7.8 |
| sky130_fd_sc_hd__o21ai_0 | 3 | 3.3 |
| sky130_fd_sc_hd__nand2_1 | 4 | 3.3 |
| sky130_fd_sc_hd__buf_2 | 3 | 3.3 |
| sky130_fd_sc_hd__nand2b_1 | 2 | 2.8 |
| sky130_fd_sc_hd__a21oi_1 | 10 | 11 |
| sky130_fd_sc_hd__o21ai_1 | 5 | 5.6 |
| sky130_fd_sc_hd__nor2b_1 | 2 | 2.8 |
| sky130_fd_sc_hd__nor2_1 | 4 | 3.3 |
## logic make-up after synthesis
group / Yosys count
latches: 6
and+or+nand+nor: 26
buffers and inverters: 6
AOI/OAI and AO/OA: 28
## how the worst max path moves through the flow
stage | startpoint | endpoint | slack (ns) | cells past startpoint
finish | funct3[1] | SHAMT[1] | 0.70 | 6
global route | funct7[5] | SHAMT[3] | 0.49 | 6
CTS | funct3[1] | SHAMT[4] | 0.70 | 6
Power is estimated from default activity; no workload was simulated.
